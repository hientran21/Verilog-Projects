## flow/design.v

```verilog
module bcd_to_decimal_decoder (
  input enable,
  input [3:0] in,
  output reg [9:0] out
  );
  always @(enable or in) begin
    out = 10'b00_0000_0000;
    if (enable) begin
      case (in)
        4'b0000: out[0] = 1'b1;
        4'b0001: out[1] = 1'b1;
        4'b0010: out[2] = 1'b1;
        4'b0011: out[3] = 1'b1;
        4'b0100: out[4] = 1'b1;
        4'b0101: out[5] = 1'b1;
        4'b0110: out[6] = 1'b1;
        4'b0111: out[7] = 1'b1;
        4'b1000: out[8] = 1'b1;
        4'b1001: out[9] = 1'b1;
        default: out = 10'bx;  
      endcase
    end
    else
      out = 10'b00_0000_0000;
  end
endmodule
module bcd_to_decimal_decoder_tb();
  reg enable;
  reg [3:0] in;
  wire [9:0] out;
  bcd_to_decimal_decoder dut (.enable(enable), .in(in), .out(out));
  initial begin
    repeat (128) begin
      in = $random; enable = $random; #1;
    end
  end
  initial begin
    $monitor ("[%0tns] enable = %0b, in = %0b, out = %0b",$time,enable,in,out);
    $dumpfile("dump.vcd");
    $dumpvars(1);
  end
endmodule
```

## flow/run.sh

```bash
#!/bin/bash
# OpenROAD 26Q1-2900-gdf79404cd8, Yosys 0.63+post, stock flow scripts
make -C /OpenROAD-flow-scripts/flow DESIGN_CONFIG=/design/flow/config.mk WORK_HOME=/design/flow/orfs finish
```

## flow/config.mk

```make
export PLATFORM = sky130hd
export DESIGN_NAME = bcd_to_decimal_decoder
export DESIGN_NICKNAME = bcd_to_decimal_decoder
export VERILOG_FILES = /design/flow/design.v
export SDC_FILE = /design/flow/constraint.sdc
export NUM_CORES = 4
export LEC_CHECK = 1
export CORE_AREA = 10 10 70 70
export DIE_AREA = 0 0 80 80
```

## flow/constraint.sdc

```tcl
current_design bcd_to_decimal_decoder

set clk_period 1.7
set clk_io_pct 0.2

create_clock -name clk0 -period $clk_period

set non_clock_inputs [all_inputs -no_clocks]
set_input_delay [expr $clk_period * $clk_io_pct] -clock clk0 $non_clock_inputs
set_output_delay [expr $clk_period * $clk_io_pct] -clock clk0 [all_outputs]
```

==> impl_metrics.ini <==
; yosys + openroad results
[run_status]
outcome = complete, no violations

[timing]
totalNegativeSetupSlack_ns = 0
worst_pin_slew_ns = 0.240
rsz_0062_raised_after_global_routing = no
max_slew_margin = 0.839
fmax_mhz = 608
finalCriticalPeriod_ns = 1.64
fin_crit_sh = 0.967
finalMaxSlewViolations = 0
hold_viol_final = 0
setup-violations-final = 0

[global_routing]
grt_overflow_total = 0
routing_usage_on_met2 = 0.0241
grt.met1_usage = 0.0211
grt.busiest_layer = met2
grt_pass1_vias = 179
grt_first_pass_wirelength_um = 869
grt_max_degree = 8
initial_antenna_violation_count = 0
grt_use_met3 = 0.00682
grtUsageTotal = 0.0157

[logic_synthesis]
ys_cells = 16
ys_seq_share = 0
synth_warnings = 1
syn-instance-count = 16
netlist_area_um2 = 88.8
syn_avg_cell_area_um2 = 5.55
yosys.cell_types.count = 10
yosys_area_um2 = 88.8

[detailed_routing]
drtAntennaViolNets = 0
wire_per_inst_um = 7.02
detail_route.drc_violations = 0
routed-via-count = 197
post_dr_vias_cell = 2.40
drt_iter0_markers = 1
drt_first_pass_iters = 2
route.antenna.diode_count = 0
finalWirelength_um = 576

[final_layout]
fillCellCount = 403
area_delta_synth_final_pct = 277
sequential_cell_total = 0
layout.clock_buffers = 0
seq_area_um2 = 0
drive_above_1_share = 0.389
stdcell_area_um2 = 335

[flow_run]
cap_violations = 0
count_of_warning_messages_emitted_by_the_tools = 32

[setup_path]
worstSetupEndpointType = output port
path_max_fanout = 4
critPathRequiredTime_ns = 1.36
timing.setup.critical_path_class = in -> out
worst_ep_arrival_time_ns = 1.30
type_of_origin_of_the_critical_path = input port

[power]
comb_power_share = 1.000
ir_worst_vdd_v = 0.0000177
fin_total_pwr_uw = 44.9
power.share.clock = 0
leakagePower_nw = 0.152
power_switching_uw = 17.8
power.density_cell_area_nw_per_um2 = 134
switching_share = 0.395
seq_power_share = 0
internal-power_uw = 27.2

[clocking]
postCtsSetupRepairBufs = 0
postCtsHoldBufs = 0

[floorplan]
floorplan.core_util = 0.0260
placementRows = 21
die-width_um = 80
core-area_um2 = 3420
die_height_um = 80
top_level_ports = 15
die-area_um2 = 6400

[hold_path]
hp-class = in -> out

[place]
dpl_cell_area_um2 = 334
placement.io_buffers = 15
globalplace.congestion = 0.728
place.detailed.hpwl_um = 514
logic make-up (layout without fill, tap and decap cells):
| kind of cell | after synthesis | in the layout | synth area share |
|---|---|---|---|
| buffers and inverters | 0 | 20 | 0 |
| AND/OR/NAND/NOR | 16 | 16 | 1.00 |
cell type report:
| cell class | instances | area (um^2) | share of cell area |
|---|---|---|---|
| Tap cell | 46 | 57.6 | 0.172 |
| Timing Repair Buffer | 20 | 174 | 0.519 |
| Multi-Input combinational cell | 16 | 104 | 0.310 |
per-layer routing:
layer	share of wire	vias to the layer above
met5	0	-
met4	0	0
met3	0.20	0
met2	0.36	13
met1	0.44	85
li1	-	99
worst paths after layout:
| check | startpoint | end | slack [ns] | depth (start not counted) |
|---|---|---|---|---|
| worst max-delay path | in[2] | out[0] | 0.06 | 4 |
| worst min-delay path | in[3] | out[2] | 1.09 | 3 |
power groups by stage:
| stage | clock [mW] | combinational (mW) | sequential (mW) |
|---|---|---|---|
| 4_1_cts | 0 | 0.0446 | 0 |
| 5_1_grt | 0 | 0.0491 | 0 |
| 6_report | 0 | 0.0449 | 0 |
timing repair:
item | in CTS | in global routing
cloned | 0 | 0
endpoints found under the setup margin | 10 | 2
pin swaps | 6 | 0
gates resized | 23 | 3
worst max-delay path, stage by stage:
cell and delay, ns:
dlygate4sd2_1 0.27, or3b_4 0.38, nor3_2 0.09, dlygate4sd2_1 0.22
metrics by stage:
step                hold WS, ns    util  instances  setup slack [ns]
floorplan                 0.693       -         16             0.556
global placement           1.67  0.0978         82            -0.444
detailed placement         1.67  0.0978         82            -0.456
CTS                        1.16  0.0982         82           0.00539
global route               1.12  0.0982         82           0.00877
finish                     1.09  0.0982         82            0.0558
cell usage in the layout (no fill, tap or decap):
cell type        n
nor3_2           2
buf_2            1
nand2b_4         1
or3b_4           1
buf_4            4
nor4_1           1
clkbuf_2         1
nand3b_1         1
nand2_1          2
clkdlybuf4s15_1  1
clkdlybuf4s50_1  2
buf_6            1
nor3_1           2
nand3_1          1
clkdlybuf4s15_2  2
nor2_1           4
and3_2           1
dlygate4sd2_1    8
synthesized netlist by cell type (all sizes together):
master,instances,area share
nor2,4,0.17
nand3b,1,0.085
nand2b,1,0.070
nand2,2,0.085
nor4,1,0.070
and3,1,0.085
nand3,1,0.056
or3b,1,0.099
nor3,4,0.28
Power and IR drop assume default switching activity.
