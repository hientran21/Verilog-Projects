[config.mk]
export PLATFORM = sky130hd
export DESIGN_NAME = asynchronous_counter
export DESIGN_NICKNAME = asynchronous_counter
export VERILOG_FILES = /design/flow/design.v
export SDC_FILE = /design/flow/constraint.sdc
export NUM_CORES = 4
export LEC_CHECK = 1
export CORE_AREA = 10 10 70 70
export DIE_AREA = 0 0 80 80
[constraint.sdc]
current_design asynchronous_counter

set clk_period 1.0
set clk_io_pct 0.2

create_clock -name clk0 -period $clk_period [get_ports {clk}]

set non_clock_inputs [all_inputs -no_clocks]
set_input_delay [expr $clk_period * $clk_io_pct] -clock clk0 $non_clock_inputs
set_output_delay [expr $clk_period * $clk_io_pct] -clock clk0 [all_outputs]
[design.v]
module JK_flipflop (
  input clk, rst_n,
  input j,k,
  output reg q, q_bar
  );
  always@(posedge clk or negedge rst_n) begin  
    if(!rst_n) 
      q <= 0;
    else begin
      case({j,k})
        2'b00: q <= q;     
        2'b01: q <= 1'b0;  
        2'b10: q <= 1'b1;  
        2'b11: q <= ~q;    
      endcase
    end
  end
  assign q_bar = ~q;
endmodule
module updown_selector(input q, q_bar, up_down, output nclk);  
  assign nclk = up_down?q_bar:q;
endmodule
module asynchronous_counter #(parameter SIZE=4)
 (
  input clk, rst_n,
  input j, k,
  input up,
  output [SIZE-1:0] q, q_bar
 );
  wire [SIZE-1:0] nclk;
  genvar g;
  JK_flipflop jk0(clk, rst_n, j, k, q[0], q_bar[0]);
  generate
    for(g = 1; g < SIZE; g++) begin
      updown_selector ud1(q[g-1], q_bar[g-1], up, nclk[g-1]);
      JK_flipflop jk1(nclk[g-1], rst_n, j, k, q[g], q_bar[g]);
    end
  endgenerate
endmodule
[run.sh]
#!/bin/bash
# OpenROAD 26Q1-2900-gdf79404cd8, Yosys 0.63+post, stock flow scripts
make -C /OpenROAD-flow-scripts/flow DESIGN_CONFIG=/design/flow/config.mk WORK_HOME=/design/flow/orfs finish
==> results_slide.txt <==
Flow Results at a Glance

Outcome
  • Status: completed

Floorplanning
  • Fp util: 6.923%
  • Core Rows: 21
  • Top Ports: 13
  • Chip area: 6400 um^2
  • Core area: 3416 um^2
  • Die height: 80 um
  • Die Wd: 80 um

Synthesis
  • Dominant Register Cell: dfrtp_1
  • Post-synth top cells: buf_4 (8), a21oi_1 (4), dfrtp_1 (4), inv_1 (4), nor2_1 (4)
  • Cells after Synth: 27
  • Post-synth design cell area: 236.5 um^2
  • Yosys Instances: 27
  • Warning count from the yosys run: 2
  • Synth Area in XOR/XNOR: 11.11%
  • Post-Synth Adder-Cell Area: 0%
  • Post-synth area hogs: dfrtp_1 (42%), buf_4 (25%), xor2_1 (11%), a21oi_1 (8.5%), inv_1 (6.3%)
  • Top cell area share: 42.33%
  • Post-synth EDFFs: 0
  • Avg Inst Size Synth: 8.758 um^2
  • Yosys top cell by area: dfrtp_1
  • Ao+oa area frac: 8.466%
  • Sequential area share after synthesis: 42.33%
  • Post-synth regs: 4
  • Main logic family after synthesis: buffers and inverters
  • Async SR Flop Fraction: 100.0%
  • Yosys chip area: 236.5 um^2
  • Unique cell types: 6
  • Mux area share: 0%
  • And+or+nand+nor area frac: 6.349%
  • Synth top cell by count: buf_4

Cells and area
  • Fin area: 384.1 um^2
  • Area Growth Syn to Fin: 62.43%
  • Filler cells: 406
  • Share of cells above drive strength 1: 11.43%

Pwr
  • Worst vdd ir: 0.0001550 V
  • P_leak: 0.1723 nW
  • Cell area power density: 570.6 nW/um^2

Critical path
  • Startpoint Class: register
  • R2r worst-path depth: 4
  • Crit path from: jk0.q
  • Worst r2r src: jk0.q
  • Critical R2R Capture: jk0.q
  • Crit-path max FO: 2
  • R2R setup slack: 0.09 ns
  • CP endpoint kind: output port
  • Arr. time, crit path: 0.73 ns
  • CP Class: register to output port
  • CP Data Required Time: 0.80 ns

Routing
  • N_diodes: 0
  • Post-detailed-route count of antenna-violating nets: 0
  • Post-Route WL: 587 um
  • Routed vias/inst: 2.148
  • Initial DRT Pass Iterations: 2
  • DR vias: 174
  • DRT iter0 DRCs: 2
  • WL/cell: 7.247 um
  • DRC errors left: 0

Global routing
  • First-pass GRT wire length: 931 um
  • Total track usage: 1.809%
  • Largest net degree at the start of global routing: 6
  • Overflow after GRT: 0
  • Initial antenna violation count: 0
  • Number of global-route vias before repair: 190

STA
  • Final Hold Violating Endpoints: 0
  • RSZ-0062 raised after global routing: no
  • Tmin final: 0.9306 ns
  • Register pins left without a clock: 3
  • Worst-margin pin slew: 0.1937 ns
  • Final period util: 93.06%
  • Setup_tns: 0 ns
  • Hold WS: 0.4162 ns
  • Final slew viol count: 0
  • FMAX: 1.075 GHz
  • Slew HR: 87.05%
  • Endpoints left unconstrained: 9
  • # setup viols final: 0
  • Clock skew: 0 ns

Clock network
  • Worst-skew pair later-pin latency: 0 ns
  • Worst-path clk slew: 0 ns
  • CTS Hold Bufs: 0

Placed design
  • Placed wire-length estimate: 541.2 um
  • # port buffers: 12
  • Dpl cell area: 376.6 um^2
  • GP Congestion: 0.8126

Run
  • Tally of max-capacitance violations: 0
  • Stage-log warning count: 28

Hold path
  • Hold Crit Class: input pin to asynchronous set/reset pin
==> worst max-delay path by stage <==
stage | endpoint | slack [ns] | cells past startpoint
6_report | q_bar[0] | 0.07 | 3
5_1_grt | q_bar[0] | 0.01 | 3
4_1_cts | jk0.q | 0.01 | 3
==> repair_timing <==
item	CTS	global route
buffers inserted	1	0
resized	2	1
hold endpoints to repair	0	0
endpoints found under the setup margin	2	1
==> metrics by stage <==
| step | utilization (%) | instances | power (mW) | setup WS [ns] |
|---|---|---|---|---|
| floorplan | - | 27 | 0.1521 | 0.2629 |
| global placement | 11.03 | 80 | 0.2214 | -0.08306 |
| detailed placement | 11.03 | 80 | 0.2223 | -0.1021 |
| CTS | 11.17 | 81 | 0.2244 | 0.01371 |
| global route | 11.25 | 81 | 0.2408 | 0.01415 |
| finish | 11.25 | 81 | 0.2192 | 0.06936 |
==> registers in the layout (all words and copies together), names as in the netlist <==
name,count
genblk1.jk1.q,3
jk0.q,1
==> final cells by class <==
cell class / instances / area [um^2] / share of cell area, %
Multi-Input combinational cell: 11 / 61.31 / 15.96
Inverter: 4 / 15.01 / 3.909
Timing Repair Buffer: 16 / 150.1 / 39.09
Sequential cell: 4 / 100.1 / 26.06
Tap cell: 46 / 57.56 / 14.98
==> per-layer routing <==
metal  track usage, %  wire, um  vias up
met5                0         0        -
li1                 -         -       92
met4                0         0        0
met3            1.250       121        0
met2            2.247       167       11
met1            2.603       298       71
==> kinds of logic after synthesis <==
group                  Yosys count
AND-OR/OR-AND                    4
XOR/XNOR                         3
buffers and inverters           12
flip-flops                       4
AND/OR/NAND/NOR                  4
==> critical path: stages, from the launching register on <==
cell,delay [ns]
dfrtp_1,0.36
buf_4,0.14
inv_1,0.04
dlygate4sd2_1,0.19
==> where the power goes <==
part / switching [mW] / internal, mW
logic: 0.0408 / 0.0896
registers: 0.0156 / 0.0732
clock network: 0 / 0
total: 0.0563 / 0.163
==> layout by cell type (no fill, tap or decap) <==
| cell | netlist | final |
|---|---|---|
| dfrtp_1 | 4 | 4 |
| dlymetal6s2s_1 | 0 | 1 |
| inv_1 | 4 | 4 |
| dlygate4sd2_1 | 0 | 2 |
| nor2_1 | 4 | 4 |
| xor2_1 | 3 | 3 |
| a21oi_1 | 4 | 4 |
| buf_4 | 8 | 4 |
| clkdlybuf4s50_1 | 0 | 9 |
Power figures rest on the tool's default switching activity, not on a simulated workload.
